--- /design/flow/design.v ---
module alu(
	input [7:0] in_a,
	input [7:0] in_b,
	input [3:0] opcode,
	output reg [7:0] alu_out,
	output reg alu_zero,  
	output reg alu_carry  
);
parameter c_add = 4'h1;
parameter c_sub = 4'h2;
parameter c_inc = 4'h3;
parameter c_dec = 4'h4;
parameter c_or  = 4'h5;
parameter c_and = 4'h6;
parameter c_xor = 4'h7;
parameter c_shr = 4'h8;
parameter c_shl = 4'h9;
parameter c_onescomp = 4'ha;
parameter c_twoscomp = 4'hb;
always_comb begin
	case(opcode)
		c_add: begin
			{alu_carry, alu_out} = in_a + in_b;
			alu_zero = !alu_out;
		end
		c_sub: begin
			{alu_carry, alu_out} = in_a - in_b;
			alu_zero = !alu_out;
		end
		c_inc: begin
			{alu_carry, alu_out} = in_a + 1;
			alu_zero = !alu_out;
		end
		c_dec: begin
			{alu_carry, alu_out} = in_a - 1;
			alu_zero = !alu_out;
		end
		c_or: begin
			alu_out = in_a | in_b;
			alu_carry = '0;
			alu_zero = !alu_out;
		end
		c_and: begin
			alu_out = in_a & in_b;
			alu_carry = '0;
			alu_zero = !alu_out;
		end
		c_xor: begin
			alu_out = in_a ^ in_b;
			alu_carry = '0;
			alu_zero = !alu_out;
		end
		c_shr: begin
			alu_out = {1'b0, in_a[7:1]};
			alu_carry = '0;
			alu_zero = !alu_out;
		end
		c_shl: begin
			alu_out = {in_a[6:0], 1'b0};
			alu_carry = in_a[7];
			alu_zero = !alu_out;
		end
		c_onescomp: begin
			alu_out = ~in_a;
			alu_carry = 0;
			alu_zero = !alu_out;
		end
		c_twoscomp: begin
			{alu_carry, alu_out} = (~in_a) + 1;
			alu_zero = !alu_out;
		end
		default: begin
			alu_out = '0;
			alu_carry = '0;
			alu_zero = '0;
		end
	endcase
end
endmodule
--- /design/flow/run.sh ---
#!/bin/bash
# OpenROAD 26Q1-2900-gdf79404cd8, Yosys 0.63+post, stock flow scripts
make -C /OpenROAD-flow-scripts/flow DESIGN_CONFIG=/design/flow/config.mk WORK_HOME=/design/flow/orfs finish
--- /design/flow/config.mk ---
export PLATFORM = sky130hd
export DESIGN_NAME = alu
export DESIGN_NICKNAME = alu
export VERILOG_FILES = /design/flow/design.v
export SDC_FILE = /design/flow/constraint.sdc
export NUM_CORES = 4
export LEC_CHECK = 1
export CORE_UTILIZATION = 30
--- /design/flow/constraint.sdc ---
current_design alu

set clk_period 4.7
set clk_io_pct 0.2

create_clock -name clk0 -period $clk_period

set non_clock_inputs [all_inputs -no_clocks]
set_input_delay [expr $clk_period * $clk_io_pct] -clock clk0 $non_clock_inputs
set_output_delay [expr $clk_period * $clk_io_pct] -clock clk0 [all_outputs]
==> results_slide.txt <==
Run Summary

Detailed routing
  • Initial drt markers: ~250
  • DRT Pass-1 Iters: 7
  • Via count: 2,704
  • Final wirelength: 7660 µm
  • DR DRC count: 0
  • Avg WL per Cell: ~16 µm
  • Vias per cell: 5.66
  • Antenna Violating Nets Remaining: 0
  • N_diodes: 0

Synthesis
  • Netlist cell types: ~58
  • Tally of yosys warning messages: 1
  • Mapped Cells: 335
  • Synthesized area: around 0.0022 mm²
  • Synth Area per Inst: ~6.6 µm²
  • YS chip area: 0.00221 mm²
  • Synth Seq Share: 0%
  • Number of cells in Yosys stat: 335

Place
  • RePlAce Congestion: 0.988
  • Detailed Place HPWL: between 6000 and 7000 µm
  • Placed cell areas: 0.00283 mm²
  • Placed Instances: 478
  • IO buf count: 30

Final timing
  • Pins Over Slew Limit: 0
  • Worst hold slack: 3.06 ns
  • Tcrit/Tclk final: 96.5%
  • RSZ-0062 raised after global routing: false
  • Fin crit period: 4.53 ns
  • Final hold viol count: 0
  • Max Fclk: 221 MHz
  • Slew @ Worst Pin: about 0.53 ns
  • # setup viols final: 0
  • Relative slew slack: 64.7%
  • Setup TNS after final layout: 0 ns

Job
  • Total of max-cap violations: 0
  • Tool warnings: between 50 and 60

GRT
  • Vias in the first global route: 2,521
  • Global-route wire length before repair: around 12,000 µm
  • Initial antenna violation count: 0
  • Grt total ovfl: 0
  • Largest net degree at the start of global routing: 18
  • Total Routing Usage GR: about a fifth

Worst setup path
  • Critical path launch point type: input port
  • Crit. End Element: output port
  • Crit path DAT: 3.59 ns
  • Worst Path Max Fanout: 4
  • Crit path DRT: 3.76 ns
  • Setup CP Type: input port to output port

Hold path
  • Hold Crit Class: input port to output port
  • Min-Delay Startpoint: in_a[4]
  • Worst min-delay path endpoint: alu_out[4]
  • Hold Path Depth: 7

Die
  • Io pins: 30
  • Chip area: 0.00772 mm²
  • Pre-Place Util: 31.9%
  • Core Area: 0.00694 mm²
  • Die Span Y: 87.9 µm
  • Chip Width: 87.9 µm
  • Rows: 30

Pwr
  • Power Density: ~100 mW/mm²
  • Peak supply drop: 0.0507 mV
  • Leak pwr: 1.18 nW

CTS
  • Hold Buf Count CTS: 0

Cells and area
  • Clkbuf count: 0
  • Register area: 0 µm²
  • Design area: 0.00288 mm²
  • Flop Count: 0
  • Share of layout cells above drive strength 1: 14.9%
  • Non-Filler Instances: 478
  • Area growth syn-to-layout: 30.3%

Outcome
  • Status: complete, no violations
==> cells in the mapped netlist, types with 3 or more instances <==
library cell	count	area [µm²]
a211oi_1	4	30.0
a21oi_1	19	95.1
a221oi_1	3	26.3
a22oi_1	4	30.0
a31oi_1	6	37.5
a41oi_1	4	35.0
and2_1	4	25.0
and3_1	3	18.8
clkbuf_1	19	71.3
ha_1	32	400
inv_1	19	71.3
inv_2	5	18.8
mux2i_1	7	70.1
nand2_1	29	109
nand2b_1	6	37.5
nand3_1	15	75.1
nand4_1	8	50.1
nor2_1	23	86.3
nor2b_1	6	37.5
nor3_1	10	50.1
nor3b_1	4	30.0
nor4_1	9	56.3
o211ai_1	5	37.5
o21a_1	3	22.5
o21ai_0	17	85.1
o21ai_1	3	15.0
o21bai_1	3	22.5
o221ai_1	3	26.3
o22ai_1	5	31.3
or3_1	3	18.8
xnor2_1	18	158
==> through the flow <==
step / power (W) / util, % / setup slack, ns
floorplan: 0.000166 / - / 0.914
global placement: 0.000279 / 40.7 / 0.00552
detailed placement: 0.000278 / 40.7 / 0.00798
CTS: 0.000279 / 40.8 / 0.0640
global route: 0.000316 / 41.5 / 0.0000533
finish: 0.000288 / 41.5 / 0.166
==> how the worst max path moves through the flow <==
| stage | to | start | slack (ns) | depth (start not counted) |
|---|---|---|---|---|
| after CTS | alu_out[6] | in_a[0] | 0.06 | 11 |
| after global routing | alu_out[6] | in_a[0] | 0.00005 | 11 |
| final | alu_out[6] | in_a[0] | 0.17 | 11 |
==> critical path, cell delays in order <==
cell and delay (ns):
clkdlybuf4s50_1 0.50, inv_1 0.10, ha_1 0.24, fa_2 0.38, nor2_1 0.12, o221ai_1 0.21
nand2_1 0.11, o311ai_1 0.11, or2_0 0.22, a31oi_1 0.19, clkdlybuf4s50_1 0.48
==> cell type report <==
type	instances	area (µm²)
well taps	96	120
fillers	716	4060
inverters	25	96.3
repair buffers	70	603
multi-input cells	287	2060
==> power by group <==
group          leakage, nW  internal (W)  total (W)  switching [W]
Sequential               0             0          0              0
Clock                    0             0          0              0
Combinational         1.18      0.000134   0.000288       0.000154
==> layer usage <==
metal  track usage (%)  wire length (µm)
met3              2.00               540
met4              5.51               213
met1              30.1              3490
met2              33.5              3420
met5                 0                 0
==> logic make-up after synthesis <==
logic type               Yosys count  share of synthesized area [%]
AND-OR/OR-AND                     95                           28.9
XOR/XNOR                          20                           7.92
adder cells (fa/ha/maj)           34                           19.9
buffers and inverters             48                           9.05
multiplexers                       8                           3.68
AND/OR/NAND/NOR                  130                           30.5
==> placed cells by master (no fill, tap or decap), types with 2 or more instances in the layout <==
master / instances
a22oi_1: 4
nor3_1: 9
nor2b_1: 6
a31oi_1: 6
a41oi_1: 3
nand2_1: 29
or2_0: 2
nor3b_1: 3
a221oi_1: 3
inv_2: 5
nand3_1: 15
mux2i_1: 7
clkdlybuf4s50_1: 29
nor3_2: 2
o22ai_1: 5
nor4_1: 8
o31ai_1: 2
nand2b_1: 6
o21bai_1: 3
a211oi_1: 3
xnor2_1: 18
ha_1: 31
o211ai_1: 5
o21ai_0: 17
inv_1: 19
and2_1: 4
o211a_1: 2
o21a_1: 3
buf_4: 40
a21oi_1: 19
o221ai_1: 3
xor2_1: 2
and3_1: 3
nor2_1: 23
o21ai_1: 3
nand4_1: 8
a22o_1: 2
or3_1: 3
==> what timing repair did <==
item                       CTS  global route
hold endpoints to repair     0             0
setup buffers                0             0
setup endpoints to repair    1             4
resized                      1             9
pin swaps                    0             3
Power and IR drop assume default switching activity.
