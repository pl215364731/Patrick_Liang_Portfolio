==> flow/design.v <==
module count #(
    parameter WIDTH = 8
)(
    input logic [WIDTH-1:0] a_in,
    input logic [1:0] sel,
    input logic clk,
    input logic start,
    input logic rst,
    output logic done,
    output logic [WIDTH-1:0] cntout
);
logic [WIDTH-1:0] a_in_d;
logic [WIDTH-1:0] count_0;
logic [WIDTH-1:0] count_1;
logic [$clog2(WIDTH)-1:0] counter;
enum logic [3:0] {
    IDLE  = 4'b0001,
    COUNT = 4'b0010,
    DONE_0  = 4'b0100,
    DONE_1  = 4'b1000
} current_state, next_state;
always_ff @ (posedge clk or posedge rst) begin
    if(rst) begin
        a_in_d <= '0;
        count_0 <= '0;
        count_1 <= '0;
        counter <= '0;
    end
    else begin
        case(current_state)
            IDLE: begin
                a_in_d <= a_in;
                count_0 <= '0;
                count_1 <= '0;
                counter <= '0;
            end
            COUNT: begin
                if(a_in_d[counter] == 1) 
                    count_1 <= count_1 + 1;
                if(a_in_d[counter] == 0) 
                    count_0 <= count_0 + 1;
                counter <= counter + 1;
            end
        endcase
    end
end
always_ff @ (posedge clk or posedge rst) begin
    if(rst) begin
        current_state <= IDLE;
    end
    else begin
        current_state <= next_state;
    end
end
always_comb begin
    unique case(current_state)
            IDLE: begin
                if(start)
                    next_state = COUNT;
                else
                    next_state = IDLE;
            end
            COUNT: begin
                if(counter < (WIDTH-1))
                    next_state = COUNT;
                else begin
                    unique case(1'b1)
                    sel[0]:
                        next_state = DONE_0;
                    sel[1]:
                        next_state = DONE_1;
                    endcase
                end
            end
            DONE_0: begin
                next_state = IDLE;
            end
            DONE_1: begin
                next_state = IDLE;
            end
    endcase
end
always_comb begin
    unique case(current_state)
            IDLE: begin
                cntout = '0;
                done = 1'b0;
            end
            COUNT: begin
                cntout = '0;
                done = 1'b0;
            end
            DONE_0: begin
                cntout = count_0;
                done = 1'b1;
            end
            DONE_1: begin
                cntout = count_1;
                done = 1'b1;
            end
    endcase
end
endmodule
==> flow/run.sh <==
#!/bin/bash
# OpenROAD 26Q1-2900-gdf79404cd8, Yosys 0.63+post, stock flow scripts
make -C /OpenROAD-flow-scripts/flow DESIGN_CONFIG=/design/flow/config.mk WORK_HOME=/design/flow/orfs finish
==> flow/config.mk <==
export PLATFORM = sky130hd
export DESIGN_NAME = count
export DESIGN_NICKNAME = count
export VERILOG_FILES = /design/flow/design.v
export SDC_FILE = /design/flow/constraint.sdc
export NUM_CORES = 4
export LEC_CHECK = 1
export CORE_UTILIZATION = 40
==> flow/constraint.sdc <==
current_design count

set clk_period 3.1
set clk_io_pct 0.2

create_clock -name clk0 -period $clk_period [get_ports {clk}]

set non_clock_inputs [all_inputs -no_clocks]
set_input_delay [expr $clk_period * $clk_io_pct] -clock clk0 $non_clock_inputs
set_output_delay [expr $clk_period * $clk_io_pct] -clock clk0 [all_outputs]
==> results_slide.txt <==
Key Metrics from the Run

Final timing
  • Worst Tran Pin Value: 0.744 ns
  • RSZ-0062 raised after global routing: no
  • Worst hold slack: 0.501 ns
  • Tmin final: 2.13 ns
  • Fmax: 469 MHz
  • Slew Limit Fails: 0
  • Slew HR: 0.504
  • Final Hold Vio Count: 0
  • Final setup vio count: 0
  • Clk_skew: 0.00558 ns
  • Setup TNS: 0 ns
  • Part of the cycle the worst path needs: 0.688

Yosys
  • Mean Syn Cell Area: 9.99 um2
  • Register share after synthesis: 0.466
  • Yosys Instances: 167
  • Synthesized registers: 31
  • Most frequent cell after synthesis: dfrtp_1
  • Yosys stat area: 1670 um2
  • Post-synth cell types: 41
  • Warnings from Yosys: 1
  • Gate Count Post-Synth: 167
  • Mapped Area: 1670 um2
  • Top cell type's share of synthesized area: 0.450
  • Post-synth EDFFs: 0
  • Top cells by count: 30 x dfrtp_1, 17 x nand2_1, 13 x o21ai_0
  • Synth Flop Type: dfrtp_1
  • Area leader, netlist: dfrtp_1
  • Synth async-reset ratio: 1.00
  • Synth area leaders: dfrtp_1 45%, mux2_2 5.4%, a22o_1 4.2%

Finish
  • Layout Cells excl Fill: 235
  • Synthesis-to-layout area growth: 18.6%
  • Share of cells above drive strength 1: 0.124
  • Fin area: 1980 um2

Floorplanning
  • Init Core Util: 0.417
  • Row cnt: 23
  • IO Pins: 22
  • Die width: 66.6 um
  • Area of the die: 4430 um2
  • Core ar.: 4000 um2
  • Die height: 66.6 um

Drt
  • DRC errors left: 0
  • TritonRoute pass-1 iters: 4
  • Initial drt markers: 71
  • Antenna Cells: 0
  • WL/cell: 14.4 um
  • Vias per cell: 5.60
  • Vias: 1317
  • DRT antenna net count: 0
  • Drt total wl: 3390 um

Global route
  • Vias in the first global route: 1213
  • Initial antenna violation count: 0
  • Largest net degree at the start of global routing: 32
  • Overall fraction of global-route tracks in use: 0.181
  • First-pass GRT wire length: 5870 um
  • Grt total ovfl: 0

Critical path
  • Crit path max fanout: 9
  • CP max-delay cell: dfrtp_1
  • Req. time, crit path: 2.48 ns
  • Critical path origin: current_state[1]
  • Critical Path End Type: output port
  • Critical path's largest stage delay: 0.48 ns
  • CP Launch Type: flip-flop
  • Worst path cell trace: or2_2 > clkdlybuf4s50_1
  • WP buf/inv: 1
  • Crit Path Class: flip-flop to output port
  • Worst path arrival time: 1.51 ns
  • R2r startpoint: counter[0]
  • Critical path's top delay family: flip-flops

Clock tree
  • Clock-pin slew on the worst setup and hold paths: 0.06 ns
  • CTS buffer count: 5
  • Clock root cell: clkbuf_8
  • Clk buf depth: 2
  • Post-CTS resize count: 0
  • Clk sink count: 31
  • H-tree depth: 2
  • # hold bufs at CTS: 0
  • Postcts setup bufs: 0
  • Clk Latency, worst-skew pair: 0.28 ns
  • CTS tree: built

Placed design
  • Placed cell area: 1880 um2
  • PortBufs: 21
  • Gpl congestion: 0.831
  • Post-DP HPWL: 2270 um
  • Placed Cells: 227

Power
  • Clk pwr share: 0.205
  • Cell Pwr Density: 851 nW/um2
  • Max IR drop VDD: 0.000422 V
  • Sequential power share: 0.437
  • Leakage: 0.000868 uW
  • Sw Ratio: 0.397
  • Logic pwr share: 0.358
  • Sw Pwr: 668 uW
  • Cell-internal power: 1020 uW

Outcome
  • Status: completed

Run
  • MaxCap Viol Count: 0
  • OpenROAD warnings: 25

Min path
  • Hold Crit Class: flip-flop to flip-flop
  • Worst Hold Launch: count_1[7]
-- power by group through the flow --
| stage | Combinational (uW) | Clock [uW] | Sequential (uW) |
|---|---|---|---|
| 5_1_grt | 682 | 371 | 770 |
| 4_1_cts | 606 | 352 | 733 |
| 6_report | 603 | 345 | 736 |
-- layout by cell type, fill, tap and decap left out, types with 2 or more instances in the layout --
cell type and count:
and3_1 6, o21ai_0 13, mux2_2 8, a21oi_1 6
nand4_1 3, nor2_1 4, mux2i_1 7, ha_1 3
clkdlybuf4s50_1 21, inv_1 8, a21o_1 2, nand3_1 9
or2_2 2, a22o_1 8, nand2_1 17, clkbuf_8 7
dfrtp_1 30, nor2b_1 2, a31oi_1 8
-- stage by stage --
step | power (uW) | worst slack, ns | util
CTS | 1690 | 0.962 | 0.495
global route | 1820 | 0.909 | 0.495
floorplan | 1250 | 1.31 | -
finish | 1680 | 0.967 | 0.495
detailed placement | 1340 | 1.18 | 0.470
global placement | 1330 | 1.24 | 0.470
-- metal layers --
| metal | global-route usage | part of all wire | vias up |
|---|---|---|---|
| li1 | - | - | 642 |
| met1 | 0.285 | 0.47 | 625 |
| met2 | 0.268 | 0.44 | 42 |
| met3 | 0.0399 | 0.068 | 8 |
| met4 | 0.0346 | 0.024 | 0 |
| met5 | 0 | 0 | - |
-- cell families after synthesis --
kind of cell,count (synthesis),synth area share
mux,16,0.105
xor+xnor,1,0.00525
fa+ha+maj,3,0.0225
buf+inv,20,0.0600
simple gates,50,0.151
compound gates,46,0.191
flops,31,0.466
-- path summary, 6_finish.rpt --
kind,cells after the start,slack [ns],to
max in group asynchronous,3,2.05,current_state[0]
max reg2reg,5,1.15,count_1[6]
max,2,0.97,done
min in group asynchronous,3,0.72,count_0[5]
min reg2reg,1,0.50,count_1[7]
min,1,0.50,count_1[7]
-- layout make-up --
cell class | count | area, um2
clock buffer | 8 | 100
multi-input combinational | 116 | 791
sequential | 31 | 777
timing repair buffer | 22 | 218
fill | 351 | 2020
tap | 50 | 62.6
inverter | 8 | 30.0
-- state kept, by name (all words and copies together), names as in the netlist --
signal         cells
count_1            8
counter            3
a_in_d             8
count_0            8
current_state      4
-- worst register-to-register path, stage by stage, from the launching register on --
cell and delay (ns):
dfrtp_1 0.53, mux2_4 0.22, a2bb2oi_2 0.23, nand2_1 0.30, o211a_1 0.31, a211o_1 0.25
No activity file was given, so power comes from the tool's default toggle rates.
